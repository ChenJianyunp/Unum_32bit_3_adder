==> /design/flow/design.v <==
module unum_adder(
	input clk,
	input[31:0] unum1,
	input[31:0] unum2,
	output[31:0] unum_o
);
reg[1:0] isZero_1;    
reg[1:0] isInf_1;	  
reg[31:0] temp1,temp2;   
reg[4:0] unum1_shift,unum2_shift;  
wire[4:0] n1,n2; 
wire[30:0] unum1_2s,unum2_2s;
assign unum1_2s=~unum1[30:0]+31'b1;
assign unum2_2s=~unum2[30:0]+31'b1;
always@(posedge clk)begin   
	if(unum1[30:0]==31'b0)begin isZero_1[1]<=unum1[31]; isInf_1[1]<=unum1[31]; end
	else begin isZero_1[1]<=1'b1; isInf_1[1]<=1'b0;end 
	if(unum2[30:0]==31'b0)begin isZero_1[0]<=unum2[31]; isInf_1[0]<=unum2[31]; end
	else begin isZero_1[0]<=1'b1; isInf_1[0]<=1'b0; end
	if(unum1[31])begin temp1<=unum1_2s; end   
	else begin temp1<=unum1[31:0]; end
	if(unum2[31])begin temp2<=unum2_2s; end
	else begin temp2<=unum2[31:0]; end
	unum1_shift<=n1;
	unum2_shift<=n2;
	temp1[31]<=unum1[31];
	temp2[31]<=unum2[31];
end
LZC lzc1(.x1(unum1[31]?unum1_2s:unum1[31:0]),.n(n1));
LZC lzc2(.x1(unum2[31]?unum2_2s:unum2[31:0]),.n(n2));
reg isInf_2;   
reg[8:0] expo_num1, expo_num2;  
reg[31:0] temp1_2,temp2_2;   
reg[1:0] isZero_2;    
reg compare_abs_2;              
always@(posedge clk)begin         
	temp1_2[30:0]<=temp1[30:0]<<unum1_shift;
	temp2_2[30:0]<=temp2[30:0]<<unum2_shift;
	temp1_2[31]<=temp1[31];
	temp2_2[31]<=temp2[31];
	if(temp1[30]) begin  expo_num1[7:3]<=unum1_shift; end
	else begin  expo_num1[7:3]<=~unum1_shift; end
	expo_num1[8]<=~temp1[30];
	if(temp2[30]) begin expo_num2[7:3]<=unum2_shift; end
	else begin expo_num2[7:3]<=~unum2_shift; end
	expo_num2[8]<=~temp2[30];
	isInf_2<=isInf_1[1]|isInf_1[0];
	compare_abs_2<=(temp1[30:0]>temp2[30:0]);
	isZero_2<=isZero_1;
end
reg[55:27] frac_num1_3,frac_num2_3;  
reg[8:0] expo_numo_3;
reg compare_abs_3;
reg[8:0] diff_expo; 
reg isInf_3;
always@(posedge clk)begin          
	frac_num1_3[55]<=temp1_2[31];
	frac_num2_3[55]<=temp2_2[31];
	frac_num1_3[53]<=isZero_2[1];
	frac_num2_3[53]<=isZero_2[0];
	frac_num1_3[52:27]<=temp1_2[25:0];
	frac_num2_3[52:27]<=temp2_2[25:0];
	compare_abs_3<=compare_abs_2;
	if(compare_abs_2)begin expo_numo_3<={expo_num1[8:3],temp1_2[28:26]}; diff_expo<={expo_num1[8:3],temp1_2[28:26]}-{expo_num2[8:3],temp2_2[28:26]}; end
	else begin expo_numo_3<={expo_num2[8:3],temp2_2[28:26]};	diff_expo<={expo_num2[8:3],temp2_2[28:26]}-{expo_num1[8:3],temp1_2[28:26]};end
	compare_abs_3<=compare_abs_2;
	isInf_3<=isInf_2;
end
reg[55:0] frac_num1_4,frac_num2_4;
reg[8:0] expo_numo_4;
reg isInf_4;
reg compare_abs_4;
always@(posedge clk)begin			 
	if(compare_abs_3)begin
		frac_num2_4[53:0]<={frac_num2_3[53:27],27'b0}>>diff_expo[7:0];
		frac_num1_4[53:0]<={frac_num1_3[53:27],27'b0};
	end
	else begin
		frac_num1_4[53:0]<={frac_num1_3[53:27],27'b0}>>diff_expo[7:0];
		frac_num2_4[53:0]<={frac_num2_3[53:27],27'b0};
	end
	expo_numo_4<=expo_numo_3;
	isInf_4<=isInf_3;
	frac_num2_4[55:54]<={frac_num2_3[55],1'b0};
	frac_num1_4[55:54]<={frac_num1_3[55],1'b0};
	compare_abs_4<=compare_abs_3;
end
reg[55:0] frac_numo_5;   
reg[8:0] expo_numo_5;
reg isInf_5;
wire[54:0] frac_add;
reg[4:0] frac_shift_5;
wire[4:0] frac_shift;
always@(posedge clk)begin   
	if(frac_num1_4[55]==frac_num2_4[55]) begin frac_numo_5[55]<=frac_num1_4[55]; frac_numo_5[54:25]<=frac_num1_4[53:25]+frac_num2_4[53:25]; end
	else if(compare_abs_4) begin frac_numo_5[55]<=frac_num1_4[55]; frac_numo_5[54:25]<=frac_num1_4[53:25]-frac_num2_4[53:25]; end
	else begin frac_numo_5[55]<=frac_num2_4[55]; frac_numo_5[54:25]<=frac_num2_4[53:25]-frac_num1_4[53:25]; end
	isInf_5<=isInf_4;
	expo_numo_5<=expo_numo_4;
	frac_shift_5<=frac_shift;
end
LZA_fraction lza_fraction1(.num1({frac_num1_4[55],(frac_num1_4[55]?~frac_num1_4[54:25]:frac_num1_4[54:25])}),.num2({frac_num2_4[55],(frac_num2_4[55]?~frac_num2_4[54:25]:frac_num2_4[54:25])}),.n(frac_shift));
reg[55:0] frac_numo_6;
reg[8:0] expo_numo_6;
reg isZero_6;
reg isInf_6;
wire[29:0] shift_result;
assign shift_result=frac_numo_5[54:25]<<frac_shift_5;
always@(posedge clk)begin     
	if(shift_result[29])begin frac_numo_6[53:25]<=shift_result[29:1]; end
	else begin frac_numo_6[53:25]<=shift_result[28:0];  end 
	expo_numo_6<=expo_numo_5+9'd1-{4'b0,frac_shift_5}-{4'b0,~shift_result[29]};
	isZero_6<=(frac_shift_5!=5'd30);
	isInf_6<=isInf_5;
	frac_numo_6[55]<=frac_numo_5[55];	
end
reg[31:0] runum_o_7;
wire signed[31:0] shift;
assign shift={~expo_numo_6[8]&isZero_6,expo_numo_6[8]&isZero_6,expo_numo_6[2:0]&{isZero_6,isZero_6,isZero_6},frac_numo_6[52:26]};
reg round;   
reg isInf_7;
always@(posedge clk)begin 
		{runum_o_7[30:0],round}<=shift>>>(expo_numo_6[8]?(~expo_numo_6[7:3]):expo_numo_6[7:3]);
		runum_o_7[31]<=frac_numo_6[55]&isZero_6;
		isInf_7<=isInf_6;	
end
reg[31:0] runum_o_8;
always@(posedge clk)begin 
	if(isInf_7) begin runum_o_8[31:0]<=32'h8000_0000; end
	else if(runum_o_7[31])begin runum_o_8[30:0]<=~runum_o_7[30:0]+32'd1+{31'd0,round}; runum_o_8[31]<=runum_o_7[31]; end
	else begin runum_o_8[30:0]<=runum_o_7[30:0]+{31'd0,round};	runum_o_8[31]<=runum_o_7[31];end
end
assign unum_o=runum_o_8;
endmodule
module LZC(
			input[30:0] x1,
			output[4:0] n
			);
wire[7:0] a;
wire[15:0] z;
reg[31:0] x;
reg [1:0] n1;
wire[2:0] y;
assign n[1:0]=n1[1:0];
assign n[4:2]=y;
always@(*)begin
	if(x1[30]) begin x[31:2]=~x1[29:0]; end			 
	else begin x[31:2]=x1[29:0]; end
	x[1:0]=2'b10;
	case(y)
	3'b000: n1[1:0]=z[1:0];
	3'b001: n1[1:0]=z[3:2];
	3'b010: n1[1:0]=z[5:4];
	3'b011: n1[1:0]=z[7:6];
	3'b100: n1[1:0]=z[9:8];
	3'b101: n1[1:0]=z[11:10];
	3'b110: n1[1:0]=z[13:12];
	3'b111: n1[1:0]=z[15:14];
	endcase
end
BNE BNE1(.a(a), .y(y));			
NLC NLC7(.x(x[3:0]),		.a(a[7]), 	.z(z[15:14]) );
NLC NLC6(.x(x[7:4]),		.a(a[6]), 	.z(z[13:12]) );
NLC NLC5(.x(x[11:8]),	.a(a[5]),	.z(z[11:10]) );
NLC NLC4(.x(x[15:12]),	.a(a[4]), 	.z(z[9:8])  );
NLC NLC3(.x(x[19:16]),	.a(a[3]), 	.z(z[7:6])  );
NLC NLC2(.x(x[23:20]),	.a(a[2]), 	.z(z[5:4])  );
NLC NLC1(.x(x[27:24]),	.a(a[1]), 	.z(z[3:2])  );
NLC NLC0(.x(x[31:28]),	.a(a[0]), 	.z(z[1:0])  );
endmodule
module LZA_fraction(
			input[30:0] num1,
			input[30:0] num2,
			output[4:0] n
			);
wire[7:0] a;
wire[15:0] z;
wire[31:0] x;
reg [1:0] n1;
wire[2:0] y;
wire [30:0] LOP_T, LOP_G, LOP_Z; 
wire[30:0] LOP;
assign n[1:0]=n1[1:0];
assign n[4:2]=y;
assign LOP_T[30:0] = num1[30:0] ^ num2[30:0]; 
assign LOP_G[30:0] = num1[30:0] & num2[30:0]; 
assign LOP_Z[30:0] = ~(num1[30:0] | num2[30:0]);
assign LOP[30:0] = {(LOP_T[30:2] & LOP_G[29:1] & ~LOP_Z[28:0] ) |
					(~LOP_T[30:2] & LOP_Z[29:1] & ~LOP_Z[28:0] ) |
					(LOP_T[30:2] & LOP_Z[29:1] & ~LOP_G[28:0] ) |
					(~LOP_T[30:2] & LOP_G[29:1] & ~LOP_G[28:0] ), ~LOP_T[0], 1'b1};
assign x={LOP,1'b0};
always@(*)begin
	case(y)
	3'b000: n1[1:0]=z[1:0];
	3'b001: n1[1:0]=z[3:2];
	3'b010: n1[1:0]=z[5:4];
	3'b011: n1[1:0]=z[7:6];
	3'b100: n1[1:0]=z[9:8];
	3'b101: n1[1:0]=z[11:10];
	3'b110: n1[1:0]=z[13:12];
	3'b111: n1[1:0]=z[15:14];
	endcase
end
BNE BNE1(.a(a), .y(y));			
NLC NLC7(.x(x[3:0]),		.a(a[7]), 	.z(z[15:14]) );
NLC NLC6(.x(x[7:4]),		.a(a[6]), 	.z(z[13:12]) );
NLC NLC5(.x(x[11:8]),	.a(a[5]),	.z(z[11:10]) );
NLC NLC4(.x(x[15:12]),	.a(a[4]), 	.z(z[9:8])  );
NLC NLC3(.x(x[19:16]),	.a(a[3]), 	.z(z[7:6])  );
NLC NLC2(.x(x[23:20]),	.a(a[2]), 	.z(z[5:4])  );
NLC NLC1(.x(x[27:24]),	.a(a[1]), 	.z(z[3:2])  );
NLC NLC0(.x(x[31:28]),	.a(a[0]), 	.z(z[1:0])  );
endmodule
module LZC_fraction(
			input[31:0] x,
			output[4:0] n
			);
wire[7:0] a;
wire[15:0] z;
reg [1:0] n1;
wire[2:0] y;
assign n[1:0]=n1[1:0];
assign n[4:2]=y;
always@(*)begin
	case(y)
	3'b000: n1[1:0]=z[1:0];
	3'b001: n1[1:0]=z[3:2];
	3'b010: n1[1:0]=z[5:4];
	3'b011: n1[1:0]=z[7:6];
	3'b100: n1[1:0]=z[9:8];
	3'b101: n1[1:0]=z[11:10];
	3'b110: n1[1:0]=z[13:12];
	3'b111: n1[1:0]=z[15:14];
	endcase
end
BNE BNE1(.a(a), .y(y));			
NLC NLC7(.x(x[3:0]),		.a(a[7]), 	.z(z[15:14]) );
NLC NLC6(.x(x[7:4]),		.a(a[6]), 	.z(z[13:12]) );
NLC NLC5(.x(x[11:8]),	.a(a[5]),	.z(z[11:10]) );
NLC NLC4(.x(x[15:12]),	.a(a[4]), 	.z(z[9:8])  );
NLC NLC3(.x(x[19:16]),	.a(a[3]), 	.z(z[7:6])  );
NLC NLC2(.x(x[23:20]),	.a(a[2]), 	.z(z[5:4])  );
NLC NLC1(.x(x[27:24]),	.a(a[1]), 	.z(z[3:2])  );
NLC NLC0(.x(x[31:28]),	.a(a[0]), 	.z(z[1:0])  );
endmodule
module BNE(
			input[7:0] a,
			output[2:0] y 
			);
assign y[2]=a[0]&a[1]&a[2]&a[3];
assign y[1]=a[0]&a[1]&(~a[2]|~a[3]|(a[4]&a[5]));
assign y[0]=a[0]&(~a[1]|(a[2]&~a[3]))|(a[0]&a[2]&a[4]&(~a[5]|a[6]));
endmodule
module NLC(
			input[3:0] x,
			output a,
			output[1:0] z
			);
assign z[1]=~(x[3]|x[2]);
assign z[0]=~(((~x[2])&x[1])|x[3]);
assign a=~(x[0]|x[1]|x[2]|x[3]);
endmodule 
==> /design/flow/run.sh <==
#!/bin/bash
# OpenROAD 26Q1-2900-gdf79404cd8, Yosys 0.63+post, stock flow scripts
make -C /OpenROAD-flow-scripts/flow DESIGN_CONFIG=/design/flow/config.mk WORK_HOME=/design/flow/orfs finish
==> /design/flow/config.mk <==
export PLATFORM = sky130hd
export DESIGN_NAME = LZC_fraction
export DESIGN_NICKNAME = LZC_fraction
export VERILOG_FILES = /design/flow/design.v
export SDC_FILE = /design/flow/constraint.sdc
export NUM_CORES = 4
export LEC_CHECK = 1
export CORE_AREA = 10 10 70 70
export DIE_AREA = 0 0 80 80
==> /design/flow/constraint.sdc <==
current_design LZC_fraction

set clk_period 2.9
set clk_io_pct 0.2

create_clock -name clk0 -period $clk_period

set non_clock_inputs [all_inputs -no_clocks]
set_input_delay [expr $clk_period * $clk_io_pct] -clock clk0 $non_clock_inputs
set_output_delay [expr $clk_period * $clk_io_pct] -clock clk0 [all_outputs]
==> results.py <==
# Synthesis and PnR figures
metrics = {
    "status": {
        "run_status": "complete, no violations",
    },
    "cells_and_area": {
        "fillers": 366,
        "drive_above_1_share_pct": 42.86,
        "fin_util_pct": 34.14,
        "fin_cells": 186,
        "syn_to_final_growth_pct": 179.0,
        "seq_area_um2": 0,
        "flop-count": 0,
        "design_area_um2": 1166,
        "clkbuf_count": 0,
    },
    "global_route": {
        "grt_pass1_vias": 825,
        "antenna_found_initial": 0,
        "grt_overflow": 0,
        "grt_use_total_pct": 6.331,
        "grt_pass1_wl_mm": 3.456,
        "grt_max_degree": 7,
    },
    "sta": {
        "slew_violations": 0,
        "setup_viol": 0,
        "final_hold_viol_count": 0,
        "worst_pin_slew_ns": 0.3298,
        "grt_setup_unrepaired": "false",
        "finalCritPeriodShare_pct": 97.34,
        "worst_slack_ns": 0.07715,
        "hold_ws_ns": 1.616,
        "clock.fmax_ghz": 0.3543,
        "fin_crit_ns": 2.823,
        "relSlewSlack_pct": 77.96,
        "finalSetupTns_ns": 0,
    },
    "synth": {
        "synth.area.top_cells": "or4_4 11%, inv_1 7.2%, a21oi_1 6.0%",
        "synth_area_um2": 417.9,
        "netlist_instances": 62,
        "synth_cell_type_count": 34,
        "yosysWarnings": 1,
        "common_cells": "8 x inv_1, 5 x a21oi_1, 5 x nor2_1, 4 x nor4_1, 4 x or4_4",
        "yosys.area.top_type": "or4_4",
        "top_cell": "inv_1",
        "ys_chip_area_um2": 417.9,
        "yosysTopAreaCellShare_pct": 10.78,
        "synth_seq_share_pct": 0,
        "ys_cells": 62,
        "postSynthAreaPerCell_um2": 6.740,
    },
    "worst_setup_path": {
        "worstPathArrival_ns": 2.24,
        "worstSetupStartpointType": "primary input",
        "worst_setup_path_end_kind": "output pin",
        "cp.required_ns": 2.32,
        "critical_path_class": "primary input to output pin",
        "crit_fanout": 6,
    },
    "place": {
        "placed_area_um2": 1117,
        "gp_congestion": 0.8151,
        "hpwl_mm": 1.812,
        "port_buffers": 36,
        "place_inst": 182,
        "pre_cts_slack_ns": -0.5071,
    },
    "clocking": {
        "cts_hold_buf": 0,
    },
    "pwr": {
        "finalPower_mw": 0.1035,
        "p_per_area_nw_per_um2": 88.73,
        "p_leak_nw": 0.5785,
        "ir_worst_vdd_v": 0.00002906,
    },
    "die": {
        "boundaryPins": 37,
        "initial_core_util_pct": 12.23,
        "die-area_um2": 6400,
        "core_area_um2": 3416,
        "die_x_um": 80,
        "chipHeight_um": 80,
        "num_rows": 21,
    },
    "route": {
        "num_vias": 765,
        "viasPerCell": 4.113,
        "drt-pass1-iter-count": 4,
        "wl_per_cell_um": 11.08,
        "ant_nets": 0,
        "n_antenna_cell": 0,
        "drt_iter0_drc": 32,
        "drc": 0,
        "wl_mm": 2.060,
    },
    "job": {
        "maxCapViolations": 0,
        "warning_count": 33,
    },
    "min_path": {
        "hp-class": "primary input to output pin",
    },
}
[cell usage in the layout, fill, tap and decap left out, drive strengths merged]
cell type	n
a221oi	1
a2111oi	1
nor2	6
or4	5
o2bb2ai	1
dlygate4sd2	20
o41a	1
nand4	2
clkbuf	2
o221ai	1
o21bai	2
a21oi	6
o21ai	4
a211oi	1
clkdlybuf4s15	1
o22a	1
mux2i	1
buf	44
o211ai	2
nor3	3
nor4	5
and3	3
nand2b	1
clkdlybuf4s50	10
nor2b	1
a21o	1
inv	8
or2	1
dlymetal6s2s	2
o311ai	1
nand2	2
[layout make-up]
cell class                      instances  area, um2  share of cell area, %
Timing Repair Buffer                   79      663.1                  56.87
Multi-Input combinational cell         53      415.4                  35.62
Tap cell                               46      57.56                  4.936
Inverter                                8      30.03                  2.575
[final timing paths]
| check | cells after the start | to | from |
|---|---|---|---|
| min | 4 | n[4] | x[21] |
| max | 8 | n[3] | x[17] |
[critical path, stage by stage]
cell,delay [ns]
dlygate4sd2_1,0.24
or4_4,0.58
nor2_4,0.18
buf_4,0.14
a21oi_4,0.06
buf_4,0.13
buf_6,0.10
dlygate4sd2_1,0.23
[layer usage]
metal	GRT usage, %	wire [um]
met5	0	0
met4	0	0
met3	2.045	177
met2	10.43	913
met1	8.322	969
[cells by family after synthesis]
group,Yosys count,share of synthesized area [%]
buffers and inverters,9,9.880
AND-OR/OR-AND,23,40.12
multiplexers,1,2.395
AND/OR/NAND/NOR,29,47.61
[what timing repair did]
item | 4_1_cts | 5_1_grt
setup endpoints to repair | 5 | 4
gates resized | 40 | 7
setup buffers | 5 | 1
pin swaps | 15 | 9
[where the power goes]
part | leakage, nW | internal (mW) | switching (mW)
Sequential | 0 | 0 | 0
Combinational | 0.578 | 0.0680 | 0.0354
Clock | 0 | 0 | 0
Power is estimated from default activity; no workload was simulated.
